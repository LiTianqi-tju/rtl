## ./config.mk

```make
export PLATFORM = sky130hd
export DESIGN_NAME = ldo_ctrl
export DESIGN_NICKNAME = ldo_ctrl
export VERILOG_FILES = /design/flow/design.v
export SDC_FILE = /design/flow/constraint.sdc
export NUM_CORES = 4
export LEC_CHECK = 1
export CORE_UTILIZATION = 30
```

## ./constraint.sdc

```tcl
current_design ldo_ctrl

set clk_period 4.9
set clk_io_pct 0.2

create_clock -name clk0 -period $clk_period [get_ports {clk}]
create_clock -name clk1 -period $clk_period [get_ports {spi_sclk}]

set non_clock_inputs [all_inputs -no_clocks]
set_input_delay [expr $clk_period * $clk_io_pct] -clock clk0 $non_clock_inputs
set_output_delay [expr $clk_period * $clk_io_pct] -clock clk0 [all_outputs]
```

## ./design.v

```verilog
module ldo_ctrl (
    input  wire        clk,            
    input  wire        rst_n,          
    input  wire        start_trig_n,   
    output reg         status,         
    input  wire        spi_cs_n,
    input  wire        spi_sclk,
    input  wire        spi_mosi,
    output wire        spi_miso,
    output reg  [63:0] dldo0_en_n,     
    output reg  [63:0] dldo1_en_n,     
    output reg  [14:0] aldo_en,        
    output wire [15:0] vref_trim,
    output wire [7:0]  ks0_trim,
    output wire [7:0]  ks1_trim,
    output wire [15:0] r2r_dac_in,
    output wire [2:0]  spare_out
);
    reg [1:0] trig_sync;
    reg       trig_debounced;
    reg       trig_debounced_d;
    always @(posedge clk or negedge rst_n) begin
        if (!rst_n) begin
            trig_sync <= 2'b11;
            trig_debounced <= 1'b1;
            trig_debounced_d <= 1'b1;
        end else begin
            trig_sync <= {trig_sync[0], start_trig_n};
            if (trig_sync[1] == trig_sync[0]) 
                trig_debounced <= trig_sync[1];
            trig_debounced_d <= trig_debounced;
        end
    end
    wire trig_falling_edge = (trig_debounced_d == 1'b1) && (trig_debounced == 1'b0);
    wire trig_rising_edge  = (trig_debounced_d == 1'b0) && (trig_debounced == 1'b1);
    wire [7:0]  spi_addr_raw;
    wire [31:0] spi_wdata_raw;
    wire        spi_wr_valid_raw;
    reg  [31:0] core_rdata;  
    spi_slave_interface u_spi_slave (
        .spi_sclk   (spi_sclk),
        .spi_cs_n   (spi_cs_n),
        .spi_mosi   (spi_mosi),
        .spi_miso   (spi_miso),
        .o_addr     (spi_addr_raw),
        .o_wdata    (spi_wdata_raw),
        .o_wr_valid (spi_wr_valid_raw),
        .i_rdata    (core_rdata)
    );
    reg [2:0] spi_wr_sync;
    wire      reg_write_en;
    always @(posedge clk or negedge rst_n) begin
        if (!rst_n) spi_wr_sync <= 3'b000;
        else        spi_wr_sync <= {spi_wr_sync[1:0], spi_wr_valid_raw};
    end
    assign reg_write_en = spi_wr_sync[1] && !spi_wr_sync[2];
    reg [15:0] reg_timer_val;
    reg [1:0]  reg_step_rate;
    reg        reg_fsm_en;
    reg [1:0]  reg_aldo_target_sel; 
    reg [6:0]  reg_dldo1_init;
    reg [6:0]  reg_dldo0_init;
    reg [2:0]  reg_spare_out;
    reg [15:0] reg_r2r_dac_val;
    reg [3:0]  reg_ks1_trim;
    reg [3:0]  reg_ks0_trim;
    reg [4:0]  reg_vref_trim;
    always @(posedge clk or negedge rst_n) begin
        if (!rst_n) begin
            reg_timer_val       <= 16'hFFFF;
            reg_step_rate       <= 2'b00;
            reg_fsm_en          <= 1'b0;
            reg_aldo_target_sel <= 2'b00;
            reg_dldo1_init      <= 7'h00;
            reg_dldo0_init      <= 7'h00;
            reg_spare_out       <= 3'h0;
            reg_r2r_dac_val     <= 16'h0;
            reg_ks1_trim        <= 4'h0;
            reg_ks0_trim        <= 4'h0;
            reg_vref_trim       <= 5'h0;
        end else if (reg_write_en) begin
            case (spi_addr_raw)
                8'h00: begin
                    reg_timer_val <= spi_wdata_raw[18:3];
                    reg_step_rate <= spi_wdata_raw[2:1];
                    reg_fsm_en    <= spi_wdata_raw[0];
                end
                8'h04: begin
                    reg_aldo_target_sel <= spi_wdata_raw[15:14];
                    reg_dldo1_init      <= spi_wdata_raw[13:7];
                    reg_dldo0_init      <= spi_wdata_raw[6:0];
                end
                8'h08: begin
                    reg_spare_out   <= spi_wdata_raw[31:29];
                    reg_r2r_dac_val <= spi_wdata_raw[28:13];
                    reg_ks1_trim    <= spi_wdata_raw[12:9];
                    reg_ks0_trim    <= spi_wdata_raw[8:5];
                    reg_vref_trim   <= spi_wdata_raw[4:0];
                end
            endcase
        end
    end
    always @(*) begin
        case (spi_addr_raw)  
            8'h00: core_rdata = {13'b0, reg_timer_val, reg_step_rate, reg_fsm_en};
            8'h04: core_rdata = {16'b0, reg_aldo_target_sel, reg_dldo1_init, reg_dldo0_init};
            8'h08: core_rdata = {reg_spare_out, reg_r2r_dac_val, reg_ks1_trim, reg_ks0_trim, reg_vref_trim};
            default: core_rdata = 32'h0;
        endcase
    end
    assign spare_out  = reg_spare_out;
    assign r2r_dac_in = reg_r2r_dac_val;
    function [15:0] bin2therm_16 (input [4:0] bin);
        integer i;
        begin
            for (i=0; i<16; i=i+1) bin2therm_16[i] = (bin > i);
        end
    endfunction
    function [7:0] bin2therm_8 (input [3:0] bin);
        integer i;
        begin
            for (i=0; i<8; i=i+1) bin2therm_8[i] = (bin > i);
        end
    endfunction
    assign ks0_trim  = bin2therm_8(reg_ks0_trim);
    assign ks1_trim  = bin2therm_8(reg_ks1_trim);
    assign vref_trim = bin2therm_16(reg_vref_trim);
    localparam S_IDLE   = 1'b0;
    localparam S_ACTIVE = 1'b1;
    reg current_state;
    reg [15:0] timer_cnt;
    reg [3:0] step_val;
    always @(*) begin
        case (reg_step_rate)
            2'b00: step_val = 4'd1;
            2'b01: step_val = 4'd2;
            2'b10: step_val = 4'd4;
            2'b11: step_val = 4'd8;
        endcase
    end
    reg [3:0] aldo_target_num;
    always @(*) begin
        case (reg_aldo_target_sel)
            2'b00: aldo_target_num = 4'd0;
            2'b01: aldo_target_num = 4'd5;
            2'b10: aldo_target_num = 4'd10;
            2'b11: aldo_target_num = 4'd15;
        endcase
    end
    reg [6:0] dldo0_int_cnt; 
    reg [6:0] dldo1_int_cnt;
    reg [3:0] aldo_int_cnt;
    always @(posedge clk or negedge rst_n) begin
        if (!rst_n) begin
            current_state <= S_IDLE;
            timer_cnt     <= 16'd0;
            dldo0_int_cnt <= 7'd0;
            dldo1_int_cnt <= 7'd0;
            aldo_int_cnt  <= 4'd0;
            status        <= 1'b1;  
        end else begin
            if (reg_fsm_en == 1'b0 || trig_debounced == 1'b1) begin
                current_state <= S_IDLE;
            end else begin
                case (current_state)
                    S_IDLE: begin
                        status <= (trig_debounced == 1'b0) ? 1'b0 : 1'b1;
                        dldo0_int_cnt <= reg_dldo0_init;
                        dldo1_int_cnt <= reg_dldo1_init;
                        aldo_int_cnt  <= 4'd0;  
                        if (trig_falling_edge && reg_fsm_en) begin
                            timer_cnt     <= reg_timer_val;
                            current_state <= S_ACTIVE;
                            status        <= 1'b0;  
                        end
                    end
                    S_ACTIVE: begin
                        if (trig_rising_edge) begin
                             current_state <= S_IDLE;
                        end else begin
                            if (timer_cnt > 0) begin
                                timer_cnt <= timer_cnt - 1'b1;
                                status    <= 1'b0;  
                                if (dldo0_int_cnt > step_val) dldo0_int_cnt <= dldo0_int_cnt - step_val;
                                else dldo0_int_cnt <= 7'd0;
                                if (dldo1_int_cnt > step_val) dldo1_int_cnt <= dldo1_int_cnt - step_val;
                                else dldo1_int_cnt <= 7'd0;
                                aldo_int_cnt <= aldo_target_num; 
                            end 
                            else begin
                                timer_cnt <= 16'd0;
                                status    <= 1'b1;  
                                dldo0_int_cnt <= 7'd0;
                                dldo1_int_cnt <= 7'd0;
                                aldo_int_cnt  <= aldo_target_num;
                            end
                        end
                    end
                endcase
            end
        end
    end
    function [63:0] bin2therm_64 (input [6:0] bin);
        integer i;
        begin
            for (i=0; i<64; i=i+1) bin2therm_64[i] = (bin > i);
        end
    endfunction
    function [14:0] bin2therm_15 (input [3:0] bin);
        integer i;
        begin
            for (i=0; i<15; i=i+1) bin2therm_15[i] = (bin > i);
        end
    endfunction
    always @(posedge clk or negedge rst_n) begin
        if (!rst_n) begin
            dldo0_en_n <= {64{1'b1}};  
            dldo1_en_n <= {64{1'b1}};  
            aldo_en    <= {15{1'b0}};  
        end else begin
            dldo0_en_n <= ~bin2therm_64(dldo0_int_cnt);
            dldo1_en_n <= ~bin2therm_64(dldo1_int_cnt);
            aldo_en    <= bin2therm_15(aldo_int_cnt);
        end
    end
endmodule
module spi_slave_interface (
    input  wire        spi_sclk,
    input  wire        spi_cs_n,
    input  wire        spi_mosi,
    output reg         spi_miso,
    output reg  [7:0]  o_addr,
    output reg  [31:0] o_wdata,
    output reg         o_wr_valid,  
    input  wire [31:0] i_rdata      
);
    reg [2:0]  bit_cnt;
    reg [5:0]  byte_cnt;
    reg [39:0] shift_reg;  
    reg        frame_active;
    reg [31:0] rdata_latch;
    always @(posedge spi_sclk or posedge spi_cs_n) begin
        if (spi_cs_n) begin
            bit_cnt      <= 3'd7;
            byte_cnt     <= 6'd0;
            frame_active <= 1'b0;
            o_wr_valid   <= 1'b0;
            spi_miso     <= 1'bZ;
            o_addr       <= 8'd0;
            o_wdata      <= 32'd0;
            shift_reg    <= 40'd0;
        end else begin
            frame_active <= 1'b1;
            shift_reg <= {shift_reg[38:0], spi_mosi};
            if (bit_cnt == 0) begin
                bit_cnt  <= 3'd7;
                byte_cnt <= byte_cnt + 1'b1;
            end else begin
                bit_cnt  <= bit_cnt - 1'b1;
            end
            if (byte_cnt == 0 && bit_cnt == 0) begin
                o_addr <= {shift_reg[5:0], spi_mosi};  
                if (shift_reg[6] == 1'b1) begin  
                    rdata_latch <= i_rdata; 
                end
            end
            if (byte_cnt == 4 && bit_cnt == 0) begin
                if (shift_reg[38] == 1'b0) begin  
                   o_wdata    <= {shift_reg[30:0], spi_mosi};
                   o_wr_valid <= 1'b1;
                end
            end else begin
                o_wr_valid <= 1'b0;
            end
        end
    end
    always @(negedge spi_sclk or posedge spi_cs_n) begin
        if (spi_cs_n) begin
            spi_miso <= 1'bZ;
        end else begin
            if (byte_cnt >= 1) begin
                case (bit_cnt)
                    3'd7: spi_miso <= rdata_latch[ (4-byte_cnt)*8 + 7 ];
                    3'd6: spi_miso <= rdata_latch[ (4-byte_cnt)*8 + 6 ];
                    3'd5: spi_miso <= rdata_latch[ (4-byte_cnt)*8 + 5 ];
                    3'd4: spi_miso <= rdata_latch[ (4-byte_cnt)*8 + 4 ];
                    3'd3: spi_miso <= rdata_latch[ (4-byte_cnt)*8 + 3 ];
                    3'd2: spi_miso <= rdata_latch[ (4-byte_cnt)*8 + 2 ];
                    3'd1: spi_miso <= rdata_latch[ (4-byte_cnt)*8 + 1 ];
                    3'd0: spi_miso <= rdata_latch[ (4-byte_cnt)*8 + 0 ];
                endcase
            end else begin
                spi_miso <= 1'b0;  
            end
        end
    end
endmodule
```

## ./run.sh

```bash
#!/bin/bash
# OpenROAD 26Q1-2900-gdf79404cd8, Yosys 0.63+post, stock flow scripts
make -C /OpenROAD-flow-scripts/flow DESIGN_CONFIG=/design/flow/config.mk WORK_HOME=/design/flow/orfs finish
```

==> flow_summary.ini <==
; flow metrics
[global_routing]
grt_first_pass_wirelength_um = 47500
grt_max_degree = 95
grt_overflow = 0
grt_pass1_vias = 8580
antenna_found_initial = 0
grt_usage = 0.139

[route]
dr_total_vias = 8454
wl_per_cell_um = 16.1
firstDrtPassIters = 5
drtAntennaViolNets = 0
drt_iter0_drc = 487
antenna_cells = 0
wl_um = 29200
viasPerCell = 4.68
drcViolationCount = 0

[clocking]
ctsResizeCount = 0
clock_sinks = 328
cts_setup_buffers = 0
clkTransAtPathRegs_ps = 60
cts_tree = done
ctsHoldBuffers = 0

[yosys]
ys_top_cells_by_count = dfrtp_1 (176), dfstp_2 (152), a21oi_1 (108)
synth_top_cell_by_count = dfrtp_1
async_flop_share = 1.00
synth_area_leader_cell = dfrtp_1
ys_warn_count = 6
topCellsByArea = dfrtp_1 (34%), dfstp_2 (31%), mux2_2 (8.9%)
synth_cell_types = 67
avgSynthCellArea_um2 = 12.5
ys.flop_type = dfrtp_1
top_cell_area_share = 0.339
synth_flops = 328
netlist_area_um2 = 13000
yosys_cells = 1039
synth-edff-count = 0
syn_inst = 1039
synth_seq_share = 0.646
ys_chip_area_um2 = 13000

[critical_path]
cp-end-kind = primary output
worstPathMaxFanout = 10
crit_required_ps = 3920
worst-setup-path-type = flop to primary output
crit_arrival_ps = 2250
startpoint_type = flop

[outcome]
status = completed

[placed_design]
gp_congestion = 0.856
pre_cts_slack_ps = 2260
dp_hpwl_um = 18900
post_dp_cell_area_um2 = 15400
port_buffers = 199

[floorplanning]
die_h_um = 210
fp-row-count = 75
num_io_pins = 202
dieWidth_um = 210
core-area_um2 = 42300
fp_util = 0.307
chipArea_um2 = 44200

[timing]
tightest_slew_ps = 840
layout_setup_ws_ps = 1670
slew_headroom = 0.440
slew_violations = 0
skew_ps = 9.27
setup_viol = 0
rsz0062_at_grt = false
tns_ps = 0
hold_viol = 0

[pwr]
power.internal_mw = 5.15
power_frac_clock = 0.427
sw_frac_of_total = 0.243
combPwrFrac = 0.115
p_sw_mw = 1.66
ir_drop_v = 0.000307
p_leak_nw = 7.18
power_density_nw_per_um2 = 406
seqPwrFrac = 0.458

[final_layout]
fin_area_um2 = 16700
syn_to_final_growth_pct = 28.7
fill_cells = 3862
drive_above_1_share = 0.295

[flow_run]
warnings = 31
maxCapViolCount = 0

[hold_path]
min_path_type = flop to flop
## cell usage in the layout, fill, tap and decap left out, drive strengths merged, types with 10 or more instances in the layout
cell,instances
dfrtp,176
or3,17
mux2,105
ha,16
nand2,58
clkdlybuf4s50,198
a21oi,108
o21ai,35
nand2b,15
inv,44
nor3,10
clkbuf,45
a21o,14
o21a,11
or2,18
dfstp,152
nor2,56
buf,16
## power groups by stage
stage                 sequential, mW  combinational [mW]  clock, mW
final                           3.12               0.779       2.91
after global routing            3.15               0.873       3.09
after CTS                       3.12               0.789       2.98
## through the flow
step | power (mW) | utilization | std cells | hold WS [ps]
CTS | 6.89 | 0.395 | 1806 | 147
finish | 6.80 | 0.395 | 1806 | 156
global placement | 3.94 | 0.365 | 1741 | 335
floorplan | 3.52 | - | 1039 | 331
detailed placement | 3.95 | 0.365 | 1741 | 337
global route | 7.11 | 0.395 | 1806 | 163
## critical path, cell delays in order (launching register included)
cell	delay, ps
dfrtp_1	460
nor2_1	230
inv_1	90
nor2_1	150
inv_1	80
or2_2	270
clkdlybuf4s50_1	410
## area by class of cell
type	count	area, µm²	area share
clock buffers	45	996	0.0595
clock inverters	20	297	0.0177
inverters	38	144	0.00860
multi-input cells	584	4060	0.242
flip-flops and latches	328	8400	0.502
well taps	577	722	0.0431
repair buffers	214	2120	0.127
## per-layer routing
layer | global-route usage | wire length (µm) | vias up
li1 | - | - | 3911
met1 | 0.220 | 13600 | 4200
met2 | 0.199 | 12700 | 301
met3 | 0.0373 | 2220 | 42
met4 | 0.0272 | 584 | 0
met5 | 0 | 0 | -
## logic make-up (layout without fill, tap and decap cells)
logic type,after synthesis,count (layout),synth area share
flip-flops,328,328,0.646
AND-OR/OR-AND,227,227,0.107
AND/OR/NAND/NOR,223,223,0.0873
buffers and inverters,127,317,0.0433
multiplexers,106,106,0.0917
adder cells (fa/ha/maj),19,19,0.0192
XOR/XNOR,8,8,0.00539
other,1,1,0.000288
## worst paths after layout
path | startpoint | to | slack, ps | cells past startpoint
min | u_spi_slave.o_wr_valid$_DFFE_PP0P_ | spi_wr_sync[0]$_DFF_PN0_ | 160 | 0
max | reg_vref_trim[4]$_DFFE_PN0P_ | vref_trim[1] | 1670 | 6
max in group asynchronous | spi_cs_n | u_spi_slave.o_wdata[12]$_DFFE_PP0P_ | 2820 | 3
max in group clk1 | u_spi_slave.bit_cnt[0]$_DFF_PP1_ | u_spi_slave.o_wdata[7]$_DFFE_PP0P_ | 2330 | 7
min reg2reg | u_spi_slave.o_wr_valid$_DFFE_PP0P_ | spi_wr_sync[0]$_DFF_PN0_ | 160 | 0
min in group clk1 | u_spi_slave.shift_reg[37]$_DFF_PP0_ | u_spi_slave.shift_reg[38]$_DFF_PP0_ | 350 | 0
min in group asynchronous | rst_n | dldo0_int_cnt[0]$_DFFE_PN0P_ | 450 | 1
max reg2reg | timer_cnt[0]$_DFFE_PN0P_ | dldo0_int_cnt[6]$_DFFE_PN0P_ | 2220 | 7
Power figures rest on the tool's default switching activity, not on a simulated workload.
